==> flow/design.v <==
`timescale 1ns / 1ps
module UpDownCounter(D, rst, clk, ld, u_d,Q);
input [3:0] D;
input rst,ld,u_d;
input clk;
output [3:0] Q;
reg [3:0] Q;
always @(posedge clk)
begin
if(rst)
Q<=4'b0000;
else if(ld)
Q<=D;
else if(u_d)
Q<=Q+4'b0001;
else
Q<=Q-4'b0001;
end
endmodule
==> flow/run.sh <==
#!/bin/bash
# OpenROAD 26Q1-2900-gdf79404cd8, Yosys 0.63+post, stock flow scripts
make -C /OpenROAD-flow-scripts/flow DESIGN_CONFIG=/design/flow/config.mk WORK_HOME=/design/flow/orfs finish
==> flow/config.mk <==
export PLATFORM = sky130hd
export DESIGN_NAME = UpDownCounter
export DESIGN_NICKNAME = UpDownCounter
export VERILOG_FILES = /design/flow/design.v
export SDC_FILE = /design/flow/constraint.sdc
export NUM_CORES = 4
export LEC_CHECK = 1
export CORE_AREA = 10 10 70 70
export DIE_AREA = 0 0 80 80
==> flow/constraint.sdc <==
current_design UpDownCounter

set clk_period 1.6
set clk_io_pct 0.2

create_clock -name clk0 -period $clk_period [get_ports {clk}]

set non_clock_inputs [all_inputs -no_clocks]
set_input_delay [expr $clk_period * $clk_io_pct] -clock clk0 $non_clock_inputs
set_output_delay [expr $clk_period * $clk_io_pct] -clock clk0 [all_outputs]
==> impl_metrics.ini <==
; flow metrics
[synth]
synth_cells = 25
most_common_cell = nor2_1
avgSynthCellArea_um2 = 9.809
yosys_warnings = 1
ys_top_cells_by_count = 5 x nor2_1, 4 x dfxtp_1, 2 x a21oi_1, 2 x ha_1, 2 x mux2i_1
postSynthSeqShare = 0.3265
syn_area_um2 = 245.2
synth_cell_types = 15
numSynthFlops = 4
ys_area_um2 = 245.2
top_area_frac = 0.3265
synthArstFlopShare = 0
area_leaders = dfxtp_1 33%, ha_1 10%, fa_1 8.2%
edf_count = 0
ys_cells = 25
largest_area_cell = dfxtp_1
ys.flop_type = dfxtp_1

[cells_and_area]
drive_gt1_frac = 0.2195
final_core_util = 0.1352
reg.largest.list = Q x4
largest_reg_flops = 4
regMostFlops = Q
fillers = 388
area_growth_pct = 88.27

[timing]
rsz0062_at_grt = false
max_slew_margin = 0.7927
fin_crit_ps = 1467
worst_pin_slew_ps = 310.0
finalCritPeriodShare = 0.9166
finalClockSkew_ps = 3.037
setup_violations = 0
worst_slack_ps = 133.4
fin_setup_tns_ps = 0
maxSlewViolCount = 0
fmax_mhz = 681.8
final_hold_viol_count = 0

[placement]
io_buffers = 11
gp_congestion = 0.6869
post-dp-hpwl_um = 587.4
post-place-ws_ps = -247.2

[clock_tree]
path_clk_slew_ps = 40
cts_buffers = 3
htreeDepth = 1
cts_tree = built
clock_latency_ps = 240
cts_buffer_depth = 2
cts_sinks = 4
cts-root-buf = clkbuf_4

[grt]
grt_pass1_vias = 263
grt_usage = 0.02108
grt_max_degree = 8
grt.overflow.total = 0
grt_pass1_wl_mm = 1.117
antenna_found_initial = 0

[critical_path]
cp_num_buf_inv = 1
cp_cell_sequence = clkdlybuf4s50_1
crit_type = flop to output pin
path_max_fanout = 4
cpPeakStageDelay_ps = 520
required_ps = 1280
crit_arrival_ps = 1150
critPathCaptureType = output pin
startpoint_type = flop
cpLargestDelayFamily = buffers and inverters
critPathSlowestCell = clkdlybuf4s50_1
reg2reg_slack_ps = 360

[floorplanning]
fp.dieH_um = 80
top_level_ports = 12
chipArea_um2 = 6400
num_rows = 21
core-area_um2 = 3416
fp_util = 0.07179
die_w_um = 80

[route]
routed_wl_um = 710
avgRoutedWirePerCell_um = 8.161
drt-pass1-iter-count = 2
antennaDiodeCount = 0
drt_iter0_drc = 7
viasPerCell = 2.701
vias = 235
final_antenna_net_count = 0
drcViolationCount = 0

[power]
powerDensity_nw_per_um2 = 766.0
p_leak_nw = 0.1840
ir_drop_mv = 0.1057

[min_path]
hp-class = flop to flop

[flow_run]
cap_viol_max_count = 0
warning_count = 26

[run_status]
outcome = finished clean
-- layer usage --
| layer | share of wire | global-route usage | vias to the layer above |
|---|---|---|---|
| li1 | - | - | 124 |
| met1 | 0.41 | 0.02130 | 101 |
| met2 | 0.44 | 0.03531 | 8 |
| met3 | 0.12 | 0.009091 | 2 |
| met4 | 0.021 | 0.01232 | 0 |
| met5 | 0 | 0 | - |
-- worst paths after layout --
kind | start | end | cells after the start
max | Q[0] | Q[0] | 1
min reg2reg | Q[0] | Q[0] | 3
max reg2reg | Q[2] | Q[3] | 4
min | Q[0] | Q[0] | 3
-- per-stage QoR --
stage	power, mW	hold slack (ps)	cell area [um^2]	cells
after detailed placement	0.2232	579.1	424.2	84
after global routing	0.3813	659.6	461.7	87
after global placement	0.2225	573.8	424.2	84
after floorplan	0.1657	392.4	245.2	25
final	0.3537	592.7	461.7	87
after CTS	0.3579	595.0	446.7	87
-- cells in the final DEF (no fill, tap or decap), drive strengths merged --
cell	synthesis	routed
a2111o	1	1
a21oi	2	2
buf	1	3
clkbuf	0	3
clkdlybuf4s50	0	10
dfxtp	4	4
dlymetal6s2s	0	1
fa	1	1
ha	2	2
inv	1	1
mux2i	2	2
nand2	1	1
nand3	1	1
nand4	1	1
nor2	5	5
o211ai	1	1
xnor2	1	1
xor2	1	1
-- kinds of logic after synthesis --
family	count (synthesis)	synth area share
compound gates	4	0.1377
buf+inv	2	0.06121
simple gates	8	0.1377
xor+xnor	2	0.07144
mux	2	0.08164
fa+ha+maj	3	0.1837
flops	4	0.3265
-- repair_timing --
action                     CTS  global route
pin swaps                    0             0
gates cloned                 0             0
hold endpoints to repair     0             0
hold buffers                 0             0
resized                      0             3
buffers inserted             0             0
setup endpoints to repair    1             2
-- cell type report --
class / instances / area, um^2 / share of cell area
multi-input cells: 19 / 162.7 / 0.3523
well taps: 46 / 57.56 / 0.1247
clock buffers: 3 / 22.52 / 0.04878
repair buffers: 14 / 135.1 / 0.2927
inverters: 1 / 3.754 / 0.008130
flip-flops and latches: 4 / 80.08 / 0.1734
-- tightest hold or removal path, stage by stage, from the launching register on --
cell and delay (ps):
dfxtp_1 340, nor2_1 100, a21oi_1 40, nor2_1 70
-- power breakdown --
group          total, mW  internal, mW  switching (mW)  leakage, nW
logic              0.104        0.0674          0.0366        0.137
clock network      0.127        0.0840          0.0427       0.0138
registers          0.123         0.112          0.0114       0.0333
Power figures rest on the tool's default switching activity, not on a simulated workload.
