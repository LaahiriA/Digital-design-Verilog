--- flow/config.mk ---
export PLATFORM = sky130hd
export DESIGN_NAME = ALU_8_bit
export DESIGN_NICKNAME = ALU_8_bit
export VERILOG_FILES = /design/flow/design.v
export SDC_FILE = /design/flow/constraint.sdc
export NUM_CORES = 4
export LEC_CHECK = 1
export CORE_UTILIZATION = 30
--- flow/constraint.sdc ---
current_design ALU_8_bit

set clk_period 5.1
set clk_io_pct 0.2

create_clock -name clk0 -period $clk_period

set non_clock_inputs [all_inputs -no_clocks]
set_input_delay [expr $clk_period * $clk_io_pct] -clock clk0 $non_clock_inputs
set_output_delay [expr $clk_period * $clk_io_pct] -clock clk0 [all_outputs]
--- flow/design.v ---
`timescale 1ns / 1ps
module ALU_8_bit(A,B,S1,S2,S3,O);
input [7:0] A;
input [7:0] B;
input [1:0] S1;
input [2:0] S2;
input [3:0] S3;
output [7:0] O;
reg [7:0] O;
always @(*)
begin
case(S1)
   1'b0:
     case(S2)
        2'b001:
         O=A+B;
        2'b010:
         O=A-B;
        2'b011:
         O=A*B;
        default: O = 0;  
      endcase
    1'b1:
      case(S3)
        4'b0000:
        O=A & B;
        4'b0001:
        O=A | B;
        4'b0010:
        O=~(A & B);
        4'b0011:
        O=~A;
        4'b0100:
        O=~(A | B);
        4'b0101:
        O=A ^ B;
        4'b0110:
        O=~(A ^ B);
        4'b0111:
        O=A<<1;
        4'b1000:
        O=B>>1;
        4'b1001:
        O=(A==B)?1'b1:1'b0;
        default: O = 1;
        endcase
        default: O = 2'b11;
endcase        
        end 
endmodule
--- flow/run.sh ---
#!/bin/bash
# OpenROAD 26Q1-2900-gdf79404cd8, Yosys 0.63+post, stock flow scripts
make -C /OpenROAD-flow-scripts/flow DESIGN_CONFIG=/design/flow/config.mk WORK_HOME=/design/flow/orfs finish
==> results.rst <==
Metrics
=======

.. list-table::
   :header-rows: 1

   * - Metric
     - Value
   * - Status
     - complete, but fails checks
   * - Violated checks
     - negative setup slack
   * - Wire length of the first global-routing pass
     - 13200 um
   * - Vias after detailed routing
     - between 2000 and 3000
   * - Category of cells accounting for the largest share of critical-path delay
     - adder cells
   * - CP Cell Sequence
     - buf_6 > ha_4 > inv_2 > fa_1 > inv_1 > ha_4 > inv_2 > fa_1 > fa_2 > xor2_1 > xnor3_1 > xnor3_1 > xnor3_2 > nor2_2 > a221oi_2 > o32ai_2 > buf_2
   * - Max-slew headroom at the worst pin
     - 32.9%
   * - Worst-path maximum fanout
     - 3
   * - Setup repair after global routing missed its margin
     - true
   * - Final weighted congestion in routability-driven placement
     - 0.932
   * - Total chip power
     - about 0.00055 W
   * - Top post-synthesis cells by area
     - sky130_fd_sc_hd__ha_1 20%, sky130_fd_sc_hd__fa_1 11%, sky130_fd_sc_hd__inv_1 7.1%
   * - Critical path data arrival time
     - 4400 ps
   * - Drt wl/cell
     - 15.6 um
   * - IO Count
     - 33
   * - Part of the Yosys area used for sequential elements
     - 0%
   * - Area added between synthesis and finish
     - 44.9%
   * - Slew at the pin with the worst max-slew slack
     - roughly 1000 ps
   * - Class of the tightest hold or removal check
     - in2out
   * - Share of post-route cells with drive strength above 1
     - 31.4%
   * - Library cell occupying the most area in the post-synthesis netlist
     - sky130_fd_sc_hd__ha_1
   * - Required @ worst endpoint
     - between 4000 and 5000 ps
   * - Core utilization before placement
     - 31.6%
   * - Count of endpoints failing setup in the final report
     - 3
   * - Portion of total power attributed to the clock network
     - 0%
   * - Sw Pwr
     - 0.000271 W
   * - Crit Path Category
     - in2out
   * - Number of buffer and inverter stages on the critical path
     - 5
   * - Sequential cell count
     - 0
   * - Power density over the cells
     - around 150 nW/um2
   * - Top cells by instance count after synthesis
     - 47 x sky130_fd_sc_hd__inv_1, 40 x sky130_fd_sc_hd__nor2_1, 39 x sky130_fd_sc_hd__ha_1
   * - Antenna cells
     - 0
   * - Crit path time final
     - about 5400 ps
   * - Final Worst Setup Slack
     - -316 ps
   * - Number of vias per cell after detailed routing
     - 5.10
   * - Post-Synthesis Mean Instance Area
     - 7.13 um2
   * - Die W
     - 92.9 um
   * - Post-synthesis chip area from yosys
     - about 2500 um2
   * - Total negative setup slack
     - -586 ps
   * - Slowest library cell on the worst path
     - sky130_fd_sc_hd__fa_1
   * - Number of buffers inserted by port buffering
     - 33
   * - Fmax
     - between 150 and 200 MHz
   * - Delay of the slowest critical-path stage
     - 490 ps
   * - Critical Path Source Type
     - input port
   * - Crit path capture type
     - primary output
   * - Length of the first detailed-routing pass in iterations
     - 4
   * - Die Footprint
     - 8640 um2
   * - Detailed router's first-iteration violation count
     - 127
   * - Count of tool warnings
     - between 40 and 50
   * - Summed instance area of the synthesized netlist
     - between 2000 and 2500 um2
   * - Pin count of the biggest net entering global routing
     - 35
   * - Internal power of the cells
     - about 0.00028 W
   * - Gate count after technology mapping
     - about 350
   * - Yosys synthesis warning count
     - 1
   * - Worst hold path depth
     - 5
   * - Die outline height
     - 92.9 um
   * - Cycle use final
     - 106%
   * - Count of pins over their slew limit
     - 0
   * - Floorplan Core Area
     - 7850 um2
   * - Wire length after detailed routing
     - between 8000 and 9000 um
   * - Clock buffer count
     - 0
   * - Netlist cell types
     - 57
   * - Antenna violation net count after detailed routing
     - 0
   * - Number of max-cap violations
     - 0
   * - Number of gates on the worst path with buffers counted
     - 17
   * - Maximum resistive drop on vdd
     - 160 uV
   * - Yosys top cell area share
     - about 20%
   * - Number of buffers inserted for hold repair after clock tree synthesis
     - 0
   * - Detailed placement HPWL
     - 6830 um
   * - Vias in the first global route
     - 2634
   * - Share of total power consumed by net switching
     - between 40 and 50%
   * - Number of fill cells
     - 758
   * - Storage cell area
     - 0 um2
   * - Final Hold Vio Count
     - 0
   * - Gate power share
     - 100.0%
   * - Cell with the most instances after synthesis
     - sky130_fd_sc_hd__inv_1
   * - Initial antenna violation count
     - 0
   * - Pleak
     - 1.63 nW
   * - Total Routing Usage GR
     - about a fifth
   * - Number of standard-cell rows in the floorplan
     - 32
   * - Relative contribution of sequential cells to total power
     - 0%
   * - Overflow left after global routing
     - 0
   * - Number of standard cells reported by yosys
     - 348
   * - DRC violation count after routing
     - 0
## cell families (layout without fill, tap and decap cells)
family | Yosys count | in the layout | synth area share (%)
multiplexers | 8 | 8 | 3.88
AND/OR/NAND/NOR | 97 | 97 | 18.2
AND-OR/OR-AND | 100 | 100 | 26.6
adder cells (fa/ha/maj) | 53 | 53 | 31.0
XOR/XNOR | 23 | 23 | 10.1
buffers and inverters | 67 | 146 | 10.3
## repair_timing
item | CTS | global route
setup endpoints to repair | 5 | 4
pin swaps | 24 | 21
resized | 82 | 48
setup buffers | 5 | 5
endpoints found under the hold margin | 0 | 0
## power by group through the flow
stage                 Combinational (W)  Clock, W  Sequential, W
final                          0.000555         0              0
after global routing           0.000606         0              0
after CTS                      0.000506         0              0
## placed cells by master (no fill, tap or decap), drive strengths merged, types with 5 or more instances in the layout
cell / n
o22ai: 5
nand2: 28
nor2: 41
xor2: 6
a211oi: 9
xnor2: 14
a21o: 5
buf: 70
a21oi: 25
nor2b: 6
o21ai: 24
ha: 39
fa: 14
a31oi: 5
nand2b: 5
clkdlybuf4s50: 16
inv: 52
## cell type report
| cell class | instances | area (um2) | share of cell area [%] |
|---|---|---|---|
| well taps | 102 | 128 | 3.55 |
| multi-input cells | 281 | 2460 | 68.5 |
| repair buffers | 93 | 791 | 22.0 |
| inverters | 53 | 215 | 5.98 |
## metal layers
layer  wire, um  global-route usage, %  share of wire [%]
met2       3920                   34.1                 47
met5          0                      0                  0
met3        463                   1.17                5.6
met4        161                   3.59                1.9
met1       3730                   28.4                 45
## worst paths after layout
check	endpoint	startpoint
max	O[7]	B[3]
min	O[5]	B[6]
## metrics by stage
stage               util (%)  hold WS, ps  std cells  setup slack (ps)  instance area (um2)
finish                  45.8         2800        529              -316                 3600
global route            45.8         2860        529              -447                 3600
CTS                     43.8         2860        525              -421                 3440
detailed placement      42.1         3220        520             -1210                 3300
global placement        42.1         3210        520             -1180                 3300
floorplan                  -         2130        348              52.7                 2520
Power and IR drop assume default switching activity.
